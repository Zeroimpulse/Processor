==> design/flow/design.v <==
`timescale 1ns / 1ps
module FactInstRom(InstAddress, InstOut);
    input [15:0] InstAddress;
    output [9:0] InstOut;
reg[9:0] InstOut;
	 always @ (InstAddress)
		begin
		case (InstAddress)
		0 : InstOut = 10'b0100011000; 
		1 : InstOut = 10'b1011000010; 
		2 : InstOut = 10'b0110100000;  
		3 : InstOut = 10'b1110000000; 
		4 : InstOut = 10'b0011000000; 
		5 : InstOut = 10'b0011011000; 
		6 : InstOut = 10'b1000011011; 
		7 : InstOut = 10'b0001011111; 
		8 : InstOut = 10'b1011111011; 
		9 : InstOut = 10'b1100000100; 
		10 : InstOut = 10'b1010100001; 
		11 : InstOut = 10'b0001001110; 
		12 : InstOut = 10'b1010010001; 
		13 : InstOut = 10'b1101000000; 
		14 : InstOut = 10'b0100011010; 
		15 : InstOut = 10'b0001001110; 
		16 : InstOut = 10'b0100000110; 
		17 : InstOut = 10'b1001100001; 
		18 : InstOut = 10'b1100000011; 
		19 : InstOut = 10'b1010100000; 
		20 : InstOut = 10'b0000100011; 
		21 : InstOut = 10'b1101000000; 
		22 : InstOut = 10'b1010101000; 
		23 : InstOut = 10'b1000011101; 
		24 : InstOut = 10'b0111011001; 
		25 : InstOut = 10'b0000101100; 
		26 : InstOut = 10'b0010100001; 
		27 : InstOut = 10'b0010011111; 
		28 : InstOut = 10'b1100111010; 
		29 : InstOut = 10'b1010100000; 
		30 : InstOut = 10'b0000100101; 
		31 : InstOut = 10'b1101000000; 
		default : InstOut = 10'b1110000000;
    endcase
  end
endmodule
==> design/flow/run.sh <==
#!/bin/bash
# OpenROAD 26Q1-2900-gdf79404cd8, Yosys 0.63+post, stock flow scripts
make -C /OpenROAD-flow-scripts/flow DESIGN_CONFIG=/design/flow/config.mk WORK_HOME=/design/flow/orfs finish
==> design/flow/config.mk <==
export PLATFORM = sky130hd
export DESIGN_NAME = FactInstRom
export DESIGN_NICKNAME = FactInstRom
export VERILOG_FILES = /design/flow/design.v
export SDC_FILE = /design/flow/constraint.sdc
export NUM_CORES = 4
export LEC_CHECK = 1
export CORE_AREA = 10 10 70 70
export DIE_AREA = 0 0 80 80
==> design/flow/constraint.sdc <==
current_design FactInstRom

set clk_period 1.7
set clk_io_pct 0.2

create_clock -name clk0 -period $clk_period

set non_clock_inputs [all_inputs -no_clocks]
set_input_delay [expr $clk_period * $clk_io_pct] -clock clk0 $non_clock_inputs
set_output_delay [expr $clk_period * $clk_io_pct] -clock clk0 [all_outputs]
==> notes.md <==
The following summarizes the physical implementation.

Critical path
The data arrival time reported for the critical path is about 1700 ps. The category of the critical setup timing path is primary input to output port. The top fanout value on the critical path is 3. The data required time reported for the critical path is 1360 ps. The worst setup path is captured at an output port.

STA classifies the critical path startpoint as a primary input. Per STA, the endpoint of the critical path is InstOut[1]. The launching element of the worst setup path is InstAddress[1].

STA
The smallest clock period supported by the final layout is computed as 2040 ps. At the pin with the least slew margin, the transition time is 398 ps. The final timing report lists a max-slew violation count of 0. Setup repair after global routing could not meet its margin everywhere.

The post-route worst setup slack is -339 ps. The final cycle utilization of the critical path is 1.20. Endpoints failing hold in the final report were tallied at 0. Hold timing on the final database bottoms out at a slack of about 1100 ps.

Setup violations remaining at the end of the flow were counted as 10. The achievable clock frequency is slightly below 0.5 GHz. The worst slew margin relative to its limit is 0.734.

Power
The highest ir drop seen on vdd is 0.130 mV. Total power normalized to cell area comes to ~230 nW/µm². Summed over all cells, the static leakage comes to ~0.0007 µW. Overall power consumption after layout is estimated at about 380 µW.

Synth
The warning tally printed by Yosys for this design is 1. Ranked by instance count, the synthesized netlist is headed by 11 x a21oi_1, 9 x nand2_1, 8 x ha_1. The area fraction of the dominant cell type after synthesis is 0.131. After synthesis, the cell types taking the most area are ha_1 13%, mux4_2 8.9%, a21oi_1 7.2%. a21oi_1 is the most common cell in the netlist. The instance count of the mapped netlist is 101. A synthesized cell averages 7.54 µm².

The area figure in the yosys stat output is about 760 µm². Per the synthesis report, the number of distinct cell types is 40. The share of the Yosys chip area taken by registers is 0. The library cell occupying the most area in the post-synthesis netlist is ha_1.

The mapped netlist covers about 760 µm². The number of cell instances after yosys synthesis is roughly 100.

Die
Per the OpenROAD floorplan log, the area of the die is 6400 µm². For reference, the placement row count at floorplan is 21. The floorplan step records an initial core utilization of 0.223. According to the floorplan report, the die height is roughly 80 µm.

The die span in x is 80 µm. The I/O pin count is 26. The placeable core region is 3420 µm².

Global routing
The maximum number of pins on one net before global-route repair is 11. The first global-routing pass estimated between 5 and 6 mm of wire. The via count of the first global-routing pass came to about 1,200. The initial antenna violation count was 0. The overall track demand over capacity in global routing is 0.0992. The total overflow reported by the global router is 0.

Layout
The sequential cell area in the final layout is 0 µm². The post-synthesis to final-layout area growth is 117%. The finished layout reports a core utilization of 0.485. Per the layout report, the design carries 0 clock buffers.

The final sequential cell count is 0. The logic area is 887 µm². The final standard cell count with taps included and fillers excluded is around 220.

The filler cell count in the final layout is 303. In the final layout, the share of cells above drive strength 1 is 0.659.

Drt
The number of optimization iterations in the first detailed-route pass is 4. Using the TritonRoute via totals, the vias-per-cell ratio works out to 4.98. The number of DRC markers in iteration 0 is about 84. The routed layout has 1,091 vias. The remaining number of nets flagged by the antenna check after routing is 0. The DRC violations left is 0.

The sum of routed wire length over all layers is approximately 3.3 mm. In the routed netlist, the antenna diode instances number 0. TritonRoute output was used to compute an average wire per cell of around 15 µm.

Outcome
The flow ran to the end, but the final reports show violations. The final reports fail on setup timing.

Placement
The count of buffers added on input and output ports is 26. In the placement report, post-DP HPWL is listed as ~2.2 mm. Routability-driven placement finished with a final weighted congestion of just under 0.9. Once placement completed, the tool counted placed cells totaling ~200. The setup slack after placement is -1130 ps.

Job
Warnings raised by the tools during the run amount to 42. The count of max-cap constraint violations is 0.

Worst hold path
The type recorded for the worst min-delay path is primary input to output port.
[layout by cell type (no fill, tap or decap), types with 2 or more instances in the layout]
cell           Yosys  final
buf_4              1     40
buf_2              5     15
buf_6              1     14
nand2_1            9      9
ha_4               0      7
a21oi_1           11      6
dlygate4sd2_1      0      6
a21oi_2            0      5
o211ai_1           4      4
nor2_1             4      4
nor3_2             0      3
inv_1              6      3
mux4_2             3      3
nand2b_1           3      3
a311o_1            3      3
mux2i_1            3      3
buf_12             1      3
clkbuf_2           0      3
nor2b_4            0      2
nor2b_1            4      2
o21ai_0            3      2
nor2_4             1      2
nor4_4             0      2
nand3_1            3      2
[per-layer routing]
metal	vias to the layer above	wire length (µm)	global-route usage	part of all wire
met5	-	0	0	0
met4	0	29	0.00880	0.0088
met3	4	241	0.0239	0.073
met2	45	1480	0.165	0.45
met1	513	1540	0.131	0.47
li1	529	-	-	-
[report_power, final]
group	internal (µW)	switching, µW	total, µW
Sequential	0	0	0
Clock	0	0	0
Combinational	210	172	382
[per-stage QoR]
stage	instance area [µm²]	TNS (ps)
after floorplan	823	-189
after global placement	1340	-10420
after detailed placement	1340	-10560
after CTS	1620	-3340
after global routing	1660	-2830
final	1660	-2150
[cell type report]
type	instances	share of cell area
Timing Repair Buffer	82	0.408
Inverter	6	0.0212
Tap cell	46	0.0348
Multi-Input combinational cell	85	0.536
[logic make-up (layout without fill, tap and decap cells)]
kind of cell | count (synthesis) | in the layout | share of synthesized area
AND-OR/OR-AND | 36 | 36 | 0.366
AND/OR/NAND/NOR | 35 | 35 | 0.251
buffers and inverters | 16 | 88 | 0.123
adder cells (fa/ha/maj) | 8 | 8 | 0.131
multiplexers | 6 | 6 | 0.128
[worst max-delay path: stages]
cell and delay (ps):
buf_8 100, inv_6 50, ha_4 200, and2_4 130, or3_4 370, buf_6 130, a221oi_4 250, buf_2 130
[repair_timing]
action                                  in CTS  in global routing
endpoints found under the setup margin      10                 10
pin swaps                                   31                 20
hold buffers                                 0                  0
setup buffers                               21                  2
gates resized                              107                 25
[how the worst min path moves through the flow]
| stage | cells past startpoint | to | slack [ps] | startpoint |
|---|---|---|---|---|
| 6_report | 6 | InstOut[4] | 1140 | InstAddress[6] |
| 5_1_grt | 6 | InstOut[4] | 1170 | InstAddress[6] |
| 4_1_cts | 6 | InstOut[4] | 1140 | InstAddress[6] |
Power and IR drop assume default switching activity.
